## ./run.sh

```bash
#!/bin/bash
# OpenROAD 26Q1-2900-gdf79404cd8, Yosys 0.63+post, stock flow scripts
make -C /OpenROAD-flow-scripts/flow DESIGN_CONFIG=/design/flow/config.mk WORK_HOME=/design/flow/orfs finish
```

## ./config.mk

```make
export PLATFORM = sky130hd
export DESIGN_NAME = delay
export DESIGN_NICKNAME = delay
export VERILOG_FILES = /design/flow/design.v
export SDC_FILE = /design/flow/constraint.sdc
export NUM_CORES = 4
export LEC_CHECK = 1
export CORE_UTILIZATION = 50
```

## ./constraint.sdc

```tcl
current_design delay

set clk_period 1.0
set clk_io_pct 0.2

create_clock -name clk0 -period $clk_period [get_ports {clk}]

set non_clock_inputs [all_inputs -no_clocks]
set_input_delay [expr $clk_period * $clk_io_pct] -clock clk0 $non_clock_inputs
set_output_delay [expr $clk_period * $clk_io_pct] -clock clk0 [all_outputs]
```

## ./design.v

```verilog
package fpu_pack;	   
	parameter BW_SIGN =  1;
	parameter BW_EXPN =  8;
	parameter BW_FRAC = 23; 
	parameter EXP_BASE = (2** (BW_EXPN-1))-1;
	parameter BW_DATA = BW_SIGN+BW_EXPN+BW_FRAC;
	typedef struct packed { 
	    bit 	     [ BW_SIGN  -1:0] sign ;
	    bit unsigned [ BW_EXPN  -1:0] expn ;
	    bit unsigned [ BW_FRAC  -1:0] frac ;
	} real_t;
	parameter BW_EXPN_EXT =  BW_EXPN + 1 + 1;  
	parameter BW_FRAC_EXT = (BW_FRAC + 1) *2 ;  
	parameter MSB_FRAC_EXT = BW_FRAC_EXT -2 -1;  
	parameter LSB_FRAC_EXT = MSB_FRAC_EXT - BW_FRAC  + 1;  
	typedef struct packed { 
	    bit 		 [BW_SIGN  	 	-1:0] sign ;
	    bit signed   [BW_EXPN_EXT  	-1:0] expn ;
	    bit unsigned [BW_FRAC_EXT	-1:0] frac ;
	} real_ext_t;  
	parameter LAT_OUT_MULT = 4;
	parameter BW_EXPN_ADD =BW_EXPN+1+1;
	parameter BW_FRAC_ADD =BW_FRAC+1+1;
	typedef struct packed { 
    bit 		 [BW_SIGN 	  -1:0] sign ;
    bit unsigned [BW_EXPN_ADD -1:0] expn ;
    bit   signed [BW_FRAC_ADD -1:0] mant ;  
	} real_add_t; 	
	parameter LAT_OUT_ADD = 4;
	parameter LAT_ADD 		= 12;  					 
	parameter LAT_MULT 		= LAT_OUT_MULT+3; 		 
	parameter DSP_LATENCY 	= LAT_ADD + LAT_MULT ;   
endpackage
`timescale 1ns / 1ps
module delay #(
	parameter DW = 32,
	parameter DEL = 12
	)(
    input clk,
    input  [DW	-1:0] i_d,	
	output [DW	-1:0] o_d
    );
 initial begin 	if (DEL<0)	 $error ("DEL must be positive!"); end
  reg [DEL + 1 -1:0][DW-1:0] r_arr_d ;
  always @ (posedge clk) begin	
	r_arr_d	[0] <= i_d;
	r_arr_d[DEL + 1 -1:1] <= r_arr_d[DEL + 1 -2:0];
  end								   
 assign  o_d = (DEL>0) ? r_arr_d [DEL-1] : i_d;  
endmodule
```

==> results.yml <==
# flow metrics
status:
  status: "complete, but fails checks"
  violations: "setup timing"
cells_and_area:
  largest_register_ffs: 384
  nMultiInputCombCells: 0
  logic_area_um2: 0
  syn_to_final_growth_pct: 20.3
  top_regs: "r_arr_d: 384 flops"
  final_cell_mix: "381 x dfxtp_1, 35 x clkbuf_16, 32 x clkdlybuf4s50_1, 32 x buf_2, 6 x clkbuf_1"
  drive_above_1_share_pct: 16.9
  fin_area_mm2: 0.00954
  fin_util_pct: 62.3
  top_register: "r_arr_d"
  lay_top_count: "dfxtp_1"
synth:
  synthesis.area_mm2: 0.00793
  largest_area_cell: "dfxtp_1"
  synthXorXnorAreaFrac_pct: 0
  synthTopCellsByArea: "dfxtp_1 97%, buf_4 3.0%"
  yosysWarningCount: 1
  ys_ff: 384
  simple_gate_area_share_pct: 0
  ys_seq_share_pct: 97.0
  syn_inst: 416
  synthTopLogicFamily: "buffers and inverters"
  adder_share_pct: 0
  synth-area-yosys_mm2: 0.00793
  ys_cells: 416
  postSynthAreaPerCell_um2: 19.1
  ys_sh_mux_pct: 0
  yosysTopAreaCellShare_pct: 97.0
  aoi_share_pct: 0
  synthDistinctLibCells: 2
die:
  initial_core_util_pct: 51.8
  dieWidth_um: 128
  chipHeight_um: 128
  chip_area_mm2: 0.0164
  num_rows: 45
  ioPinCount: 65
  coreArea_mm2: 0.0153
sta:
  final_hold_viol_count: 0
  fin_skew_ns: 0.00490
  relSlewSlack_pct: 93.3
  layout_setup_ws_ns: -0.0919
  finalClockPeriodUsage_pct: 109
  max_freq_mhz: 916
  finalSetupViolations: 32
  fin_crit_ns: 1.09
  rsz0062_at_grt: "true"
  final-max-slew-violation-count: 0
  worstMarginPinSlew_ns: 0.101
  hold_ws_ns: 0.160
global_route:
  antenna_found_initial: 0
  grt_pass1_vias: 2301
  gr-total-overflow: 0
  grt_pass1_wl_um: 10100
  grt.total_usage_pct: 7.96
  grt_max_degree: 17
drt:
  antenna_cells: 0
  wire_per_inst_um: 8.51
  vias: 2477
  drcViolationCount: 0
  route.antenna.remaining_nets: 0
  first_pass_iters: 2
  wl_um: 6080
  drt_iter0_drc: 73
  routed_via_density: 3.46
place:
  portBuffers: 64
  dp_slack_ns: 0.0482
  gp_congestion: 0.637
  post_dp_cell_area_mm2: 0.00859
pwr:
  p_per_area_mw_per_mm2: 3020
  report.power.total_mw: 28.8
  ir_drop_mv: 1.08
  leakage_nw: 4.03
clocking:
  clkSinkCount: 384
  holdBufCountCts: 0
  clk_pin_slew_worst_paths_ns: 0.06
  clockBufferDepth: 3
  post_cts_buffers: 0
  cts-buffers-inserted: 34
  htree_levels: 2
  root_buffer: "clkbuf_16"
  cts_tree: "built"
  clock.latency.late_pin_ns: 0.48
critical_path:
  critPathBufInv: 1
  crit_chain: "buf_2"
  slowest_stage: "dfxtp_2"
  ff2ff_path_depth: 0
  critPathTopFamily: "flip-flops"
  arrival_ns: 0.89
  cp_max_fo: 1
  start_kind: "flip-flop"
  worst-path-stages: 1
  slowest_delay_ns: 0.31
  endpoint_kind: "primary output"
  crit_type: "reg -> out"
  cp.required_ns: 0.80
run:
  warnings: 27
  max-cap-violations: 0
min_path:
  hold_class: "in -> reg"
  holdPathStages: 1
[where the power goes]
part           switching (mW)  total (mW)  internal, mW
Sequential              0.162        16.3          16.1
Combinational          0.0203       0.168         0.148
Clock                    4.81        12.3          7.54
Total                    4.99        28.8          23.8
[through the flow]
stage / cells / TNS [ns]
after floorplan: 416 / 0
after global placement: 659 / 0
after detailed placement: 659 / 0
after CTS: 715 / -2.78
after global routing: 715 / -3.33
final: 715 / -2.09
[cells by family after synthesis]
kind of cell and count (synthesis):
buf+inv 32, flops 384
[cell type report]
cell class,count,area (um^2)
flip-flops and latches,384,7690
fillers,1103,5780
clock buffers,46,967
repair buffers,64,480
well taps,211,264
clock inverters,10,134
[layer usage]
| layer | vias to the layer above | share of wire [%] | GRT usage, % |
|---|---|---|---|
| met2 | 86 | 32 | 9.18 |
| met5 | - | 0 | 0 |
| li1 | 1376 | - | - |
| met4 | 0 | 4.2 | 3.67 |
| met1 | 992 | 54 | 13.7 |
| met3 | 23 | 9.2 | 3.19 |
[cell usage after synthesis (all sizes together)]
library cell and number:
dfxtp 384, buf 32
[what timing repair did]
action                                  CTS  global route
gates resized                            99             0
endpoints found under the hold margin     0             0
cloned                                    0             0
endpoints found under the setup margin   32            32
[final timing paths]
kind                             start              endpoint  slack, ns
setup / recovery  r_arr_d[367]$_DFF_P_               o_d[15]      -0.09
hold / removal                 i_d[13]   r_arr_d[13]$_DFF_P_       0.16
setup reg to reg  r_arr_d[190]$_DFF_P_  r_arr_d[222]$_DFF_P_       0.58
hold reg to reg    r_arr_d[11]$_DFF_P_   r_arr_d[43]$_DFF_P_       0.32
Power and IR drop assume default switching activity.
